==> design/flow/design.v <==
`timescale 1ns / 1ps
module timer30(
    clk_i,
    reset_i,
    timer_in, 
    count_o,
    start_stop
    );
    input clk_i, reset_i, timer_in;
    output reg [6:0] count_o;
    output reg start_stop;
    always@(posedge clk_i)begin 
        if(reset_i == 0)begin
            count_o <= 31; 
            start_stop <= 0;
        end
        if(timer_in == 1)begin 
            if(count_o == 0)begin
                count_o <= count_o;
                start_stop <= 0; 
            end else begin
                count_o <= count_o - 1;
                start_stop <= 1;     
            end    
        end
    end
endmodule
==> design/flow/run.sh <==
#!/bin/bash
# OpenROAD 26Q1-2900-gdf79404cd8, Yosys 0.63+post, stock flow scripts
make -C /OpenROAD-flow-scripts/flow DESIGN_CONFIG=/design/flow/config.mk WORK_HOME=/design/flow/orfs finish
==> design/flow/config.mk <==
export PLATFORM = sky130hd
export DESIGN_NAME = timer30
export DESIGN_NICKNAME = timer30
export VERILOG_FILES = /design/flow/design.v
export SDC_FILE = /design/flow/constraint.sdc
export NUM_CORES = 4
export LEC_CHECK = 1
export CORE_AREA = 10 10 70 70
export DIE_AREA = 0 0 80 80
==> design/flow/constraint.sdc <==
current_design timer30

set clk_period 2.9
set clk_io_pct 0.2

create_clock -name clk0 -period $clk_period [get_ports {clk_i}]

set non_clock_inputs [all_inputs -no_clocks]
set_input_delay [expr $clk_period * $clk_io_pct] -clock clk0 $non_clock_inputs
set_output_delay [expr $clk_period * $clk_io_pct] -clock clk0 [all_outputs]
==> impl.org <==
* Flow results

** Clock tree
- Post-CTS sizing :: 0
- Number of setup buffers added after CTS :: 0
- TritonCTS built the clock tree.
- Cts bufs inserted :: 3
- # hold bufs at CTS :: 0
- Clock tree buffer depth :: 2
- Clock transition at the register clock pins on the worst setup and hold paths after CTS :: 0.05 ns
- Number of clock sinks seen by CTS :: 8
- H-tree level count :: 1
- Clock Latency Late Sink :: 0.25 ns
- Per the CTS log, the root buffer master is sky130_fd_sc_hd__clkbuf_4.

** Global routing
- Entering global routing, the biggest net connects 9 pins.
- First-pass GRT wire length :: 1.428 mm
- Via count of the first global-routing pass :: 294
- Number of antenna violations at the first check in global routing :: 0
- Leftover overflow at the end of global routing :: 0
- Total global-route track usage over all layers is 2.881%.

** Detailed routing
- Iter 0 DRT Violations :: 6
- For this run, design rule violations remaining after detail routing come to 0.
- Avg WL per Cell :: 9.242 um
- Count of nets left with antenna violations after detail routing :: 0
- The final antenna diode tally reported by the flow is 0.
- Detailed routing inserted a total of 306 vias.
- Using the TritonRoute via totals, the vias-per-cell ratio works out to 3.221.
- The final layout contains routed wiring with a total length of 878 um.
- In the log, the iteration count for the first detailed-route pass is 2.

** Synth
- Yosys warning total :: 1
- Synth Instances :: 36
- The netlist uses 19 different library cells.
- Cell area after synthesis :: 419.2 um2
- Number of storage elements in the synthesis netlist :: 8
- Total cell area reported by yosys after synthesis :: 419.2 um2
- The most used flip-flop cell after synthesis is sky130_fd_sc_hd__edfxtp_1.
- Share of flip-flops with an asynchronous set or reset :: 0%
- After synthesis, the mean cell area works out to 11.64 um2.
- The number of cells reported by Yosys stat comes to 36.
- Sequential elements use 57.31% of the synthesized area.
- EDFF count, synth :: 8

** Power and ir drop
- The leakage power in the latest report is 0.2066 nW.
- The flow reports that sequential cells draw 55.6% of the design power.
- Worst supply voltage drop on vdd :: 0.2972 mV
- Clock network fraction of total power :: 32.7%
- Switching power total :: 0.00005313 W
- Per report_power, the combinational group accounts for 11.7% of the total.
- Sw Ratio :: 20.90%
- The internal power of the cells totals 0.0002011 W.
- Power Dens Cells :: 424.3 nW/um2

** Floorplan
- Floorplan core area :: 3416 um2
- Horizontal die dimension :: 80 um
- Row count :: 21
- Core utilization at floorplan :: 12.27%
- Top Ports :: 11
- From bottom edge to top edge, the die measures 80 um.
- The floorplan step defined a die boundary enclosing 6400 um2.

** STA
- Final Hold Violation Tally :: 0
- Checking max transition, the worst relative margin is 78.04%.
- Max Transition Viols Final :: 0
- Final TNS setup :: 0 ns
- For this run, the top clock speed supported by timing is 0.5434 GHz.
- After layout, the minimum clock period comes to 1.840 ns.
- Setup repair after global routing left no endpoint under its margin.
- Final period utilization :: 63.46%
- Transition time of the tightest slew-check pin :: 0.3294 ns
- In the final report, the number of endpoints failing setup comes to 0.
- The final timing report lists clock skew as 0.003814 ns.

** Worst setup path
- The critical path is of the in -> reg type.
- Register-to-Register Setup Slack :: 1.30 ns
- Arrival time at the worst endpoint :: 1.76 ns
- Family of cells with the greatest summed delay on the critical path :: buffers and inverters
- Terminus of the critical flop-to-flop path :: count_o[5]
- Nature of the critical path startpoint :: input port
- The longest incremental delay of any stage on the critical path is reported as 0.62 ns.
- STA lists the maximum fanout along the critical path as 8.
- According to the timing report, the data required time at the worst endpoint equals 2.82 ns.
- Worst-path cell chain :: clkdlybuf4s50_1 -> inv_1 -> nand2_1 -> o21a_1
- Kind of end point of the critical path :: flip-flop
- CP max-delay cell :: sky130_fd_sc_hd__clkdlybuf4s50_1
- CP bufs+invs :: 2
- For the worst reg-to-reg path, the startpoint reported by OpenROAD is count_o[2].
- The worst register-to-register path depth is 3.

** Cells and area
- In the final layout, the fill cell count is 388.
- Logic area :: 167.7 um2
- Finished Core Util :: 17.55%
- Fraction of layout cells with a size suffix above 1 :: 8.163%
- Area growth from synthesis to final layout :: 42.99%
- The area taken by sequential standard cells is reported as 240.2 um2.

** Place
- Total of buffers placed on input and output ports :: 10
- After its last routability iteration, the placer logged a weighted congestion of 0.7729.

** Worst hold path
- The endpoint of the worst hold path is reported as count_o[0].
- Min-Delay Startpoint :: count_o[0]
- Min-Delay Path Class :: reg -> reg
- In the hold timing report, the worst path depth is 1.

** Job
- The tool warning count for the run is 26.
- Number of maximum-capacitance violations :: 0

** Run status
- The run finished with clean final reports.
[cells by family (layout without fill, tap and decap cells)]
| family | Yosys count | after routing | share of synthesized area, % |
|---|---|---|---|
| and+or+nand+nor | 15 | 15 | 19.11 |
| AOI/OAI and AO/OA | 4 | 4 | 6.270 |
| buffers and inverters | 3 | 16 | 2.686 |
| DFF | 8 | 8 | 57.31 |
| adders and majority gates | 2 | 2 | 5.969 |
| muxes | 1 | 1 | 2.388 |
| xor gates and xnor gates | 3 | 3 | 6.270 |
[power by group through the flow]
stage	combinational (W)	sequential [W]	clock [W]
finish	0.0000298	0.000141	0.0000832
global route	0.0000337	0.000142	0.0000952
CTS	0.0000308	0.000141	0.0000867
[worst register-to-register path: stages (launching register included)]
cell	delay, ns
sky130_fd_sc_hd__edfxtp_1	0.47
sky130_fd_sc_hd__or3_4	0.42
sky130_fd_sc_hd__or4_1	0.41
sky130_fd_sc_hd__a21oi_1	0.16
[state kept, by name, indices dropped and copies added, names as in the netlist]
| signal | count |
|---|---|
| count_o | 7 |
| start_stop | 1 |
[cell type report]
class,count,share of cell area (%)
Clock buffer,3,3.758
Inverter,3,1.879
Multi-Input combinational cell,25,27.97
Sequential cell,8,40.08
Tap cell,46,9.603
Timing Repair Buffer,10,16.70
[layout by cell type, fill, tap and decap left out, types with 2 or more instances in the layout]
| master | n |
|---|---|
| sky130_fd_sc_hd__xnor2_1 | 2 |
| sky130_fd_sc_hd__edfxtp_1 | 8 |
| sky130_fd_sc_hd__nand2_1 | 7 |
| sky130_fd_sc_hd__clkdlybuf4s50_1 | 10 |
| sky130_fd_sc_hd__inv_1 | 3 |
| sky130_fd_sc_hd__ha_1 | 2 |
| sky130_fd_sc_hd__clkbuf_4 | 3 |
[how the worst max path moves through the flow]
stage         from          to  slack (ns)  cells past startpoint
4_1_cts   timer_in  count_o[3]        1.06                      4
5_1_grt   timer_in  count_o[6]        0.96                      4
6_report  timer_in  count_o[6]        1.06                      4
[per-layer routing]
layer,global-route usage (%),wire length (um),vias to the layer above
li1,-,-,157
met1,3.986,458,138
met2,3.772,345,11
met3,1.932,74,0
met4,0.1761,0,0
met5,0,0,-
[synth_stat cells, types with 2 or more instances]
| cell type | n | area share, % |
|---|---|---|
| sky130_fd_sc_hd__xnor2_1 | 2 | 4.2 |
| sky130_fd_sc_hd__nand2_1 | 7 | 6.3 |
| sky130_fd_sc_hd__edfxtp_1 | 8 | 57 |
| sky130_fd_sc_hd__inv_1 | 3 | 2.7 |
| sky130_fd_sc_hd__ha_1 | 2 | 6.0 |
[through the flow]
stage	hold slack (ns)	total power (W)	instance area (um2)	cells	worst slack, ns
floorplan	0.5432	0.0001532	419.2	36	1.423
detailed placement	0.6093	0.0001741	576.8	92	0.7865
global placement	0.6051	0.0001739	576.8	92	0.8182
global route	0.6414	0.0002711	599.3	95	0.9638
finish	0.6149	0.0002543	599.3	95	1.060
CTS	0.6214	0.0002589	599.3	95	1.059
Power and IR drop assume default switching activity.
