**./design.v**
```verilog
`timescale 1ns / 1ps
module score(
input MHz100_clk_i,
    input Hz_clk_i,
    input reset_i,
    input  [4:0] LED_i,
    input  [4:0] whack_i,
    output reg [4:0] score_o  
    );
    reg pressed = 0;
    always@(posedge Hz_clk_i)begin
        pressed <= 0;
    end
    always@(posedge MHz100_clk_i)begin
        if (reset_i == 1)begin
            score_o <= 0;
        end else begin
            if (pressed == 0)begin
                if ((whack_i[0] == 1 && LED_i[0] == 1) || 
                    (whack_i[1] == 1 && LED_i[1] == 1) ||
                    (whack_i[2] == 1 && LED_i[2] == 1) ||
                    (whack_i[3] == 1 && LED_i[3] == 1) ||
                    (whack_i[4] == 1 && LED_i[4] == 1))begin
                    score_o <= score_o + 1;
                    pressed <= 1;
                end else begin
                if ((whack_i[0] == 1 && LED_i[0] != 1) || 
                    (whack_i[1] == 1 && LED_i[1] != 1) ||
                    (whack_i[2] == 1 && LED_i[2] != 1) ||
                    (whack_i[3] == 1 && LED_i[3] != 1) ||
                    (whack_i[4] == 1 && LED_i[4] != 1))begin
                    pressed <= 1;
                    end
                end
            end
        end
    end  
endmodule
```
**./run.sh**
```bash
#!/bin/bash
# OpenROAD 26Q1-2900-gdf79404cd8, Yosys 0.63+post, stock flow scripts
make -C /OpenROAD-flow-scripts/flow DESIGN_CONFIG=/design/flow/config.mk WORK_HOME=/design/flow/orfs finish
```
**./config.mk**
```make
export PLATFORM = sky130hd
export DESIGN_NAME = score
export DESIGN_NICKNAME = score
export VERILOG_FILES = /design/flow/design.v
export SDC_FILE = /design/flow/constraint.sdc
export NUM_CORES = 4
export LEC_CHECK = 1
export CORE_AREA = 10 10 70 70
export DIE_AREA = 0 0 80 80
```
**./constraint.sdc**
```tcl
current_design score

set clk_period 2.8
set clk_io_pct 0.2

create_clock -name clk0 -period $clk_period [get_ports {Hz_clk_i}]
create_clock -name clk1 -period $clk_period [get_ports {MHz100_clk_i}]

set non_clock_inputs [all_inputs -no_clocks]
set_input_delay [expr $clk_period * $clk_io_pct] -clock clk0 $non_clock_inputs
set_output_delay [expr $clk_period * $clk_io_pct] -clock clk0 [all_outputs]
```
==> run summary <==
This memo summarizes the results of the implementation run.

Worst setup path
The worst-path maximum fanout is 8. The report lists the cells along the critical path as clkdlybuf4s50_1. The worst reg2reg path depth is 4. STA classifies the critical path startpoint as a flip-flop.

STA classifies the critical path endpoint as a primary output. On the critical path the data arrives at 1.23 ns. The minimum setup slack among reg-to-reg paths is ~1.3 ns. The critical setup path kind is flip-flop to primary output. The data required time of the worst path is 2.24 ns. The launch point of the worst reg-to-reg path is score_o[0]. The buffer and inverter count on the worst path is 1. The worst stage delay on the critical path is 0.52 ns. Broken down by cell family, the worst path's largest delay share belongs to buffers and inverters. The worst flop-to-flop path endpoint is score_o[2]. On the critical path, the stage with the largest delay is an instance of clkdlybuf4s50_1.

Clock tree
The buffer levels on the longest clock path is 2. The number of setup buffers added after CTS is 0. CTS added clock buffers totalling 3.

TritonCTS built the clock tree. Looking at the clock tree report, the root buffer type is clkbuf_4. Post-CTS repair changed the size of 0 cells.

The clock input transition at the sequential cells of the worst setup and hold paths is 0.05 ns. The CTS log lists the clock sinks for this run as 5. The cts-stage hold buffer count is 0. Looking at the clock tree report, the H-tree level count equals 1.

Cells and area
Across the whole layout, storage elements account for 100.1 µm². The post-synthesis to final-layout area growth is 74.71%. The filler cells instantiated in the layout total 391. The largest registers in the layout are score_o (5). Once layout is done, the placed cells without fillers occupy about 560 µm². The finished layout holds 99 standard cells, fillers aside. The area taken by multi-input combinational cells is reported as 202.7 µm².

At the end of the flow the core is filled with cells to approximately 16%. The share of layout cells above drive strength 1 is 18.87%. The register with the most flip-flops in the layout has 5 of them. Counting flops per register, the top entry is score_o.

Final timing
Counting pins that exceed their max-slew limit in the final report gives 0. The number of hold violations in the final report is 0. Across the routed clock network, the largest skew measured is 0.001282 ns. Setup repair after global routing left no endpoint under its margin.

The worst hold-check slack is 0.5465 ns. The final report lists the setup-violating endpoint count as 0. Setup slack closes at ~1.0 ns.

The worst relative slew slack is 70.06%. In the final timing run, aggregate negative setup slack is 0 ns. The transition at the pin with the smallest max-transition slack is 0.4491 ns.

Power
Summed over all cells, the static leakage comes to 0.1934 nW. IR analysis of the VDD net gives a maximum drop of 0.0001197 V. The final power report lists total power as between 200 and 250 µW. The power density over cell area is 397.2 nW/µm².

Yosys
The count of library flops with an enable pin is 0. The synthesized netlist contains 20 unique library cells. The post-synthesis cell type with the largest combined area is dfxtp_1.

The main area contributors are dfxtp_1 31%, nand4b_1 11%, a211o_2 6.2%, a311o_1 6.2%, nand3_1 6.2%. Per the Yosys statistics, synthesis produced 34 cells. Of all flip-flops after synthesis, the portion carrying an async set or reset was 0%.

The top cell type's share of synthesized area is 31.13%. The post-synthesis register bit count is 5. The dominant register cell in the synthesized netlist is dfxtp_1.

The sequential-to-total area share from yosys stat is 31.13%. The mean instance size in the synthesized netlist is 9.458 µm². The cell count after synthesis came out at 34. The count of warnings emitted by yosys is 3. The chip area in the Yosys report is between 300 and 400 µm². The area of the mapped netlist is ~320 µm².

Placement
The worst slack at placement is 0.7658 ns. The quantity of I/O buffers inserted on ports is 16. After detailed placement, the total cell area comes to 535.5 µm². According to the dpl log, the detail-placed design has an HPWL of 776.5 µm.

After detailed placement, the design holds a cell count of 95. The placer congestion estimate is 0.6927.

Worst hold path
The worst hold path passes through 2 cells. The destination of the worst hold path is score_o[1]. The type of the worst min-delay path is flip-flop to flip-flop. The critical hold path startpoint is score_o[1].

Die
In this run the vertical extent of the chip is 80 µm. The die is 80 µm wide. The area of the core is 3416 µm². The initialized floorplan defines 21 standard-cell rows. For this design the top-level I/O count stands at 18. The initial core utilization is 9.414%.

The overall chip area is ~6400 µm².

Route
For this run, the detailed router's first-pass iteration total came to 4. The number of violations reported at the end of detailed-routing iteration 0 is 27. The detail-routed via count per cell is about 3.6.

The aggregate routed wire length is 1041 µm. The via total after detailed routing is around 360. The remaining design rule violation count is 0. The final routed wire length divided by cell count is 10.52 µm. The final antenna diode tally reported by the flow is 0. The number of antenna-violating nets in the routed design is 0.

GRT
The via count of the first global-routing pass is 322. The initial antenna violation count was 0. The maximum number of pins on one net before global-route repair is 12. The global router's overall resource usage is 3.225%. The wire length of the first global-routing pass is approximately 1600 µm. The remaining global-route overflow is 0.

Run status
The run finished with clean final reports.

Run
The number of warnings in the stage logs is 27. The number of maximum-capacitance violations recorded for the run is 0.
==> Yosys cell counts, types with 2 or more instances <==
library cell / number
a211o_2: 2
nand3_1: 4
inv_1: 2
dfxtp_1: 5
a21oi_1: 2
nand4b_1: 4
a311o_1: 2
==> cells by family after synthesis <==
kind of cell / share of synthesized area (%)
compound gates: 30.35
fa+ha+maj: 3.890
buf+inv: 5.837
flops: 31.13
simple gates: 28.80
==> cell usage in the layout (no fill, tap or decap) <==
| cell type | count |
|---|---|
| nand2b_1 | 1 |
| a21oi_1 | 2 |
| a211o_2 | 2 |
| nand4b_1 | 4 |
| ha_1 | 1 |
| or3_1 | 1 |
| dfxtp_1 | 5 |
| a222oi_1 | 1 |
| and4b_1 | 1 |
| a21o_2 | 1 |
| a21bo_1 | 1 |
| o22ai_1 | 1 |
| inv_1 | 2 |
| or3b_2 | 1 |
| clkdlybuf4s50_1 | 16 |
| clkbuf_1 | 1 |
| clkbuf_4 | 3 |
| nand3_1 | 4 |
| buf_4 | 1 |
| a311o_1 | 2 |
| a22oi_2 | 1 |
| nor2_2 | 1 |
==> worst max-delay path by stage <==
| stage | startpoint | to | slack [ns] | cells past startpoint |
|---|---|---|---|---|
| CTS | score_o[2] | score_o[2] | 1.01 | 1 |
| global route | score_o[2] | score_o[2] | 0.93 | 1 |
| finish | score_o[2] | score_o[2] | 1.01 | 1 |
==> metal layers <==
layer	share of wire, %	global-route usage, %	vias to the layer above	wire length (µm)
met2	34	3.692	15	355
met4	1.2	0.3521	0	12
met5	0	0	-	0
met3	18	3.068	2	187
met1	47	4.278	163	486
li1	-	-	177	-
==> report_power, final <==
part	total [mW]	switching (mW)	internal, mW
clock	0.0874	0.0333	0.0541
sequential	0.0852	0.00871	0.0765
combinational	0.0506	0.0165	0.0341
total	0.223	0.0585	0.165
==> cell type report <==
type	count	area share (%)
multi-input combinational	25	36.08
sequential	5	17.82
clock buffer	4	4.677
tap	46	10.24
timing repair buffer	17	29.84
inverter	2	1.336
Power is estimated from default activity; no workload was simulated.
