[design/flow/run.sh]
#!/bin/bash
# OpenROAD 26Q1-2900-gdf79404cd8, Yosys 0.63+post, stock flow scripts
make -C /OpenROAD-flow-scripts/flow DESIGN_CONFIG=/design/flow/config.mk WORK_HOME=/design/flow/orfs finish
[design/flow/config.mk]
export PLATFORM = sky130hd
export DESIGN_NAME = rangen
export DESIGN_NICKNAME = rangen
export VERILOG_FILES = /design/flow/design.v
export SDC_FILE = /design/flow/constraint.sdc
export NUM_CORES = 4
export LEC_CHECK = 1
export CORE_AREA = 10 10 71 71
export DIE_AREA = 0 0 81 81
[design/flow/constraint.sdc]
current_design rangen

set clk_period 5.1
set clk_io_pct 0.2

create_clock -name clk0 -period $clk_period [get_ports {clk_i}]

set non_clock_inputs [all_inputs -no_clocks]
set_input_delay [expr $clk_period * $clk_io_pct] -clock clk0 $non_clock_inputs
set_output_delay [expr $clk_period * $clk_io_pct] -clock clk0 [all_outputs]
[design/flow/design.v]
`timescale 1ns / 1ps
module rangen(
    clk_i,
    reset_i, 
    start_stop, 
    led, 
    num
    );
    input clk_i, reset_i, start_stop; 
    output reg [4:0]led;
    output reg[7:0] num = 255; 
    wire feedback = num[7]; 
    always@(posedge clk_i)begin 
        num[0] <= feedback; 
        num[1] <= num[0];
        num[2] <= num[1] ^ feedback;
        num[3] <= num[2] ^ feedback; 
        num[4] <= num[3] ^ feedback;
        num[5] <= num[4];
        num[6] <= num[5] ^ feedback;
        num[7] <= num[6];
    end 
    always@(posedge clk_i)begin 
        if(start_stop == 1)begin
            case(num%5)
                0: begin 
                    led[0] <= 1; led[1] <= 0; led[2] <= 0; led[3] <= 0; led [4] <= 0;
                end
                1: begin 
                    led[0] <= 0; led[1] <= 1; led[2] <= 0; led[3] <= 0; led [4] <= 0;    
                end
                2: begin 
                    led[0] <= 0; led[1] <= 0; led[2] <= 1; led[3] <= 0; led [4] <= 0;
                end
                3: begin 
                    led[0] <= 0; led[1] <= 0; led[2] <= 0; led[3] <= 1; led [4] <= 0;
                end
                4: begin 
                    led[0] <= 0; led[1] <= 0; led[2] <= 0; led[3] <= 0; led [4] <= 1;
                end
            endcase
        end else begin 
            led <= 0; 
        end
    end  
endmodule
==> deck_impl_summary.md <==
Physical Implementation Snapshot

Placed design
  • Gpl congestion: 0.944
  • Placed Cells: 340
  • Number of port buffers: 14
  • DP Area: ~2300 um^2
  • Dpl hpwl: 4410 um

Critical path
  • Element type at the critical path start: flop
  • Critical R2R Launch: num[5]
  • R2r setup slk: 0.26 ns
  • Worst EP arrival: 4.99 ns
  • Worst setup EP type: flop
  • Max Fanout on Critical Path: 6
  • CP max-delay cell: mux2_2
  • CP required: about 5.3 ns
  • Crit Reg-Reg Endpoint: led[0]
  • Worst Reg2Reg Path Length in Cells: 19
  • Crit path kind: flop to flop
  • Worst-path cell chain: nor2_2 > inv_1 > ha_2 > nand2b_4 > o211ai_1 > and3_4 > nand3_1 > a21o_1 > and3_2 > ha_1 > a21boi_0 > a41o_1 > o221ai_4 > nor3b_4 > mux2_2 > a2111o_1 > a221oi_4 > nand4_2 > o32ai_2
  • CP max stage delay: 0.40 ns

Yosys
  • Mapped Area: 2050 um^2
  • # Cells Yosys: 283
  • Syn avg cell area: around 7.2 um^2
  • Main flop type: dfxtp_1
  • Unique masters post-synth: 76
  • Cell taking the most area after synthesis: dfxtp_1
  • Top-area cell share: 12.7%
  • Synth cell count leaders: 27 x nand2_1, 19 x o21ai_0, 17 x nor2_1
  • Yosys warning count: 1
  • Yosys stat area: 2050 um^2
  • #FFs+latches synth: 13
  • FFs w/ async S/R, synth: 0%
  • Top cells by area: dfxtp_1 13%, nand2_1 5.0%, o21ai_0 4.6%, nand3_1 3.9%, a21oi_1 3.7%
  • Most frequent cell after synthesis: nand2_1
  • Register area share after synthesis: 12.7%
  • EDFF count, synth: 0
  • Cells after Synth: 283

Floorplanning
  • Die Width: 81 um
  • IO Count: 16
  • Core area: 3630 um^2
  • Row count: 22
  • Die area: around 6600 um^2
  • Die Y: 81 um
  • Pre-Place Util: 56.3%

Timing
  • Slew HR: 52.4%
  • Setup Viol. Count Final: 0
  • Final Critical Period: 4.84 ns
  • Slew Limit Fails: 0
  • Final count of hold timing violations: 0
  • Worst Skew: around 0.0035 ns
  • Max Fclk: 0.207 GHz
  • Tightest Pin Transition: 0.709 ns
  • Tcrit/Tclk final: 94.8%

Hold path
  • Min-delay src: num[0]
  • Worst hold stages: 0
  • Worst hold path type: flop to flop
  • Hold endpoint: num[1]

Clocking
  • CTS clk-pin slew, worst paths: 0.06 ns
  • Latency at later pin: 0.24 ns
  • Worst-case clock buffer depth: 2
  • TritonCTS clock tree: done
  • Clock sinks: 13
  • Num CTS Buffers: 3
  • CTS root buf: clkbuf_8
  • H-tree levels: 1

Detailed routing
  • Starting DRT DRC Count: 206
  • 1st-pass router iterations: 5
  • DRT Wirelength: 5930 um
  • Via count: between 2,000 and 2,500
  • Post-route DRC: 0
  • Vias/cell: 6.58
  • Antenna diodes: 0
  • Antenna Nets Post-Route: 0
  • WL/cell: 17.1 um

Power and ir drop
  • Power per cell area: 82.0 nW/um^2
  • VDD IR max: around 0.00016 V
  • Static Leak: between 0.0008 and 0.0009 uW

Finish
  • Layout cells sized above 1: 18.4%
  • Non-Filler Instances: 347
  • Layout Cell Area excl Fill: around 2400 um^2
  • Area Overhead vs Synth: 17.3%

Global routing
  • Initial antenna violation count: 0
  • First-pass GRT wire length: roughly 9800 um
  • Largest net degree at the start of global routing: 24
  • GRT Residual Overflow: 0
  • GR Util All Layers: 17.8%
  • Vias in the first global route: 2,048

Run
  • Max_cap viols: 0
  • Tool warnings: 29

Run status
  • Status: finished clean
==> flip-flops by register name, summed over array words and instances (netlist names) <==
| name | count |
|---|---|
| num | 8 |
| led | 5 |
==> layout make-up <==
cell class	count	area [um^2]
multi-input cells	234	1690
fillers	343	1230
repair buffers	35	298
flip-flops and latches	13	260
well taps	48	60.1
inverters	13	48.8
clock buffers	3	41.3
clock inverters	1	5.00
==> metal layers <==
| layer | wire length [um] | vias to the layer above | share of wire [%] | global-route usage, % |
|---|---|---|---|---|
| met3 | 392 | 8 | 6.6 | 2.34 |
| met4 | 78 | 0 | 1.3 | 4.15 |
| li1 | - | 1128 | - | - |
| met2 | 2650 | 98 | 45 | 28.7 |
| met1 | 2820 | 1049 | 48 | 24.9 |
| met5 | 0 | - | 0 | 0 |
==> logic make-up after synthesis <==
logic type               count (synthesis)  synth area share [%]
XOR/XNOR                                 8                  3.42
adder cells (fa/ha/maj)                  3                  1.83
AND/OR/NAND/NOR                        112                  31.1
flip-flops                              13                  12.7
AND-OR/OR-AND                          104                  38.6
buffers and inverters                   36                  8.74
multiplexers                             7                  3.55
==> per-stage QoR <==
step | setup slack [ns] | total power [uW] | utilization [%] | TNS [ns] | hold slack (ns)
3_3_place_gp | 0.0724 | 109 | 62.0 | 0 | 0.435
5_1_grt | -0.0188 | 204 | 66.1 | -0.0461 | 0.483
3_5_place_dp | 0.0573 | 109 | 62.0 | 0 | 0.441
6_report | 0.263 | 197 | 66.1 | 0 | 0.464
4_1_cts | 0.00370 | 201 | 63.3 | 0 | 0.453
2_1_floorplan | 0.197 | 106 | - | 0 | 0.326
==> power by group <==
part / internal, uW / leakage (uW) / switching (uW)
Combinational: 2.47 / 0.000696 / 1.32
Clock: 53.9 / 0.0000255 / 36.4
Sequential: 102 / 0.000105 / 0.388
Total: 159 / 0.000827 / 38.1
==> layout by cell type (no fill, tap or decap), types with 4 or more instances in the layout <==
cell,synthesis,routed
dfxtp_1,13,13
o21ai_0,19,19
nor2_1,17,16
a21oi_1,15,14
a22oi_1,4,4
nor3_1,6,6
inv_1,13,13
and3_1,7,5
nand2b_1,7,6
nand3_1,16,15
clkdlybuf4s50_1,0,14
a31oi_1,5,5
o21ai_1,4,4
o211ai_1,5,5
buf_4,4,21
xor2_1,5,5
nand2_1,27,27
==> worst max path at each step <==
stage | startpoint | to | cells past startpoint
6_report | num[5] | led[0] | 19
5_1_grt | num[5] | led[0] | 19
4_1_cts | num[5] | led[0] | 20
==> worst max-delay path, delay by kind of cell (launching register included) <==
| family | cells | cell delay [ns] |
|---|---|---|
| multiplexers | 1 | 0.40 |
| adder cells (fa/ha/maj) | 2 | 0.55 |
| AND-OR/OR-AND | 8 | 2.04 |
| buffers and inverters | 1 | 0.08 |
| AND/OR/NAND/NOR | 7 | 1.35 |
| flip-flops | 1 | 0.31 |
==> what timing repair did <==
action / CTS / global route
setup endpoints to repair: 0 / 5
setup buffers: 0 / 3
hold endpoints to repair: 0 / 0
hold buffers: 0 / 0
resized: 0 / 16
Power figures rest on the tool's default switching activity, not on a simulated workload.
